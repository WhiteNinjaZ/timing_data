$ cat design/flow/run.sh
#!/bin/bash
# OpenROAD 26Q1-2900-gdf79404cd8, Yosys 0.63+post, stock flow scripts
make -C /OpenROAD-flow-scripts/flow DESIGN_CONFIG=/design/flow/config.mk WORK_HOME=/design/flow/orfs finish
$ cat design/flow/constraint.sdc
current_design regfile_top

set clk_period 30.2
set clk_io_pct 0.2

create_clock -name clk0 -period $clk_period [get_ports {clk}]

set non_clock_inputs [all_inputs -no_clocks]
set_input_delay [expr $clk_period * $clk_io_pct] -clock clk0 $non_clock_inputs
set_output_delay [expr $clk_period * $clk_io_pct] -clock clk0 [all_outputs]
$ cat design/flow/design.v
`timescale 1 ns / 1 ps 
module OneShot(clk, rst, in, os);
	input wire logic clk;        
	input wire logic rst;        
	input wire logic in;         
	output logic os;             
	logic [1:0] state, next_state;
	localparam ZERO = 2'b00;
	localparam INC = 2'b01;
	localparam ONE = 2'b10;
	always_ff@(posedge clk)
		if (rst)
			state <= ZERO;
		else
			state <= next_state;
	always_comb begin
		next_state = state;
		case(state)
			ZERO:
				if (in)
					next_state = INC;
			INC:
				if (in)
					next_state = ONE;
				else
					next_state = ZERO;
			ONE:
				if (!in)
					next_state = ZERO;			         
		endcase
	end
	assign os = (state == INC);
endmodule
`timescale 1 ns / 1 ps 
localparam[3:0] AND_OP = 4'b0000;
localparam[3:0] OR_OP = 4'b0001;
localparam[3:0] ADD_OP = 4'b0010;
localparam[3:0] SUB_OP = 4'b0110;
localparam[3:0] LESS_OP = 4'b0111;
localparam[3:0] RIGHT_L_OP = 4'b1000;
localparam[3:0] LEFT_L_OP = 4'b1001;
localparam[3:0] RIGHT_AR_OP = 4'b1010;
localparam[3:0] XOR_OP = 4'b1101;
module alu(op1, op2, alu_op, zero, result);
	input wire logic [31:0] op1, op2;
	input wire logic [3:0] alu_op;
	output logic zero;
	output logic [31:0] result;
	always_comb 
	begin
	   case (alu_op)
	   	   default : result = op1 + op2;
	       ADD_OP :  result = op1 + op2;
	       SUB_OP :  result = op1 - op2;
	       AND_OP :  result = op1 & op2;
	       OR_OP : result = op1 | op2;
	       XOR_OP : result = op1 ^ op2;
	       LESS_OP : result = $signed(op1) < $signed(op2);
	       LEFT_L_OP : result = op1 << op2[4:0];
	       RIGHT_L_OP : result = op1 >> op2[4:0];
	       RIGHT_AR_OP : result = $unsigned($signed(op1) >>> op2[4:0]);
	   endcase
	   if(!result)
	       zero = 1;
	   else
	       zero = 0;
	end
endmodule
`timescale 1 ns / 1 ps 
module regfile(clk, readReg1, readReg2, writeReg, writeData, write, readData1, readData2);
	input wire logic clk, write;
	input wire logic [4:0] readReg1, readReg2, writeReg;
	input wire logic [31:0] writeData;
	output logic [31:0] readData1, readData2;
	logic [31:0] register[31:0];
	localparam registerSize = 32;
	integer i;
    initial
      for (i=0; i < registerSize; i=i+1)
        register[i] = 0;
	 always_ff@ (posedge clk) begin
	   readData1 <= register[readReg1];
	   readData2 <= register[readReg2];
	   if (write && writeReg != 0) begin
	     register[writeReg] <= writeData;
	     if (readReg1 == writeReg)
	         readData1 <= writeData;
	     if (readReg2 == writeReg)
	         readData2 <= writeData;
	   end
	 end	
endmodule
`timescale 1 ns / 1 ps 
module regfile_top(clk, btnc, btnl, btnu, btnd, sw, led);
	input wire logic clk, btnc, btnl, btnu, btnd;
	input wire logic [15:0] sw;
	output logic [15:0] led;
	logic [14:0] Address_register;
	logic btnc_d, btnc_one;
	logic [31:0] regReadDataA, regReadDataB, writeData_in;
	logic zero_throw;
	logic [31:0] result;
    always_ff@ (posedge clk) begin
        btnc_d <= btnc;
        if(btnu) 
            Address_register <= 0;
        else if(btnl)
            Address_register <= sw[14:0];
        else
            Address_register <= Address_register;       
    end
    OneShot osc (.clk(clk), .rst(btnu), .in(btnc_d), .os(btnc_one));
    always_comb begin
        if(sw[15])
            writeData_in = {{17{sw[14]}}, sw[14:0]};
        else
            writeData_in = result;
    end
    regfile masterReg (.clk(clk), .readReg1(Address_register[4:0]), 
    .readReg2(Address_register[9:5]), .writeReg(Address_register[14:10]), 
    .writeData(writeData_in), .write(btnc_one), .readData1(regReadDataA), 
    .readData2(regReadDataB));
    alu ALU1 (.op1(regReadDataA), .op2(regReadDataB), .alu_op(sw[3:0]), 
    .zero(zero_throw), .result(result));
    always_comb begin
        if(!btnd)
            led = regReadDataA[15:0];
        else
            led = regReadDataA[31:16];
    end
endmodule
$ cat design/flow/config.mk
export PLATFORM = sky130hd
export DESIGN_NAME = regfile_top
export DESIGN_NICKNAME = regfile_top
export VERILOG_FILES = /design/flow/design.v
export SDC_FILE = /design/flow/constraint.sdc
export NUM_CORES = 4
export LEC_CHECK = 1
export CORE_UTILIZATION = 40
==> results.sh <==
# implementation run metrics
export IMPL_status="finished, final reports clean"
export IMPL_wl_um=199000
export IMPL_synthCells=3689
export IMPL_coreArea_um2=146000
export IMPL_ioPinCount=37
export IMPL_instances_no_fill=5761
export IMPL_drc=0
export IMPL_grt_pass1_wl_um=286000
export IMPL_dieArea_um2=150000
export IMPL_tritoncts="built"
export IMPL_min_path_cells=1
export IMPL_muxShareOfSynthArea_pct=28.2
export IMPL_cts_resized=0
export IMPL_cts_sinks=1116
export IMPL_clock_latency_ns=0.79
export IMPL_gr_total_overflow=0
export IMPL_synth_top_area_share_pct=51.8
export IMPL_grt_max_degree=79
export IMPL_worst_pin_slew_ns=1.05
export IMPL_vdd_ir_drop_max_v=0.0000481
export IMPL_fill_cells=12400
export IMPL_yosys_stat_area_um2=59300
export IMPL_synth_async_reset_ratio_pct=0
export IMPL_chipHeight_um=387
export IMPL_dr_pass1_iters=6
export IMPL_die_x_um=387
export IMPL_drive_gt1_share_pct=29.5
export IMPL_cp_max_fo=32
export IMPL_avgSynthCellArea_um2=16.1
export IMPL_hold_buffers=0
export IMPL_critPathLaunchType="primary input"
export IMPL_fin_crit_ns=13.85
export IMPL_numSynthFlops=1116
export IMPL_max_freq_mhz=72.2
export IMPL_critPathRequiredTime_ns=24.16
export IMPL_grt_pass1_vias=39400
export IMPL_ys_sh_xor_pct=0.295
export IMPL_simple_gate_area_share_pct=4.72
export IMPL_via_per_inst=6.45
export IMPL_antenna_found_initial=6
export IMPL_synth_area_um2=59300
export IMPL_whs_ns=0.414
export IMPL_htree_levels=3
export IMPL_power_density_nw_per_um2=67.5
export IMPL_top_cells_by_area="edfxtp_1, mux4_2, dfxtp_1"
export IMPL_vias=37100
export IMPL_setup_viol=0
export IMPL_ys_sh_adder_pct=2.11
export IMPL_p_total_mw=4.49
export IMPL_dp_hpwl_um=126000
export IMPL_p_leak_nw=21.1
export IMPL_wl_met3_um=33300
export IMPL_critPathCaptureType="primary output"
export IMPL_initial_core_util_pct=40.5
export IMPL_wl_met1_um=66900
export IMPL_synthDistinctLibCells=89
export IMPL_yosys_most_used_dff="edfxtp_1"
export IMPL_topCombFamilyByArea="multiplexers"
export IMPL_wl_met2_um=88600
export IMPL_place_ws_ns=16.37
export IMPL_final_cell_mix="edfxtp_1, mux4_2, nor2_1, a21oi_1, buf_4"
export IMPL_fin_ws_ns=16.35
export IMPL_largest_area_cell="edfxtp_1"
export IMPL_place_gp_congestion=1.05
export IMPL_hold_violations=0
export IMPL_crit_type="in2out"
export IMPL_r2r_cells=12
export IMPL_syn_to_final_growth_pct=12.2
export IMPL_wl_per_cell_um=34.5
export IMPL_final_util_pct=45.4
export IMPL_port_buffers=36
export IMPL_finalClockPeriodUsage_pct=45.9
export IMPL_slew_headroom_pct=29.5
export IMPL_yosys_warnings=4
export IMPL_drtIter0Drc=3176
export IMPL_path_clk_slew_ns=0.06
export IMPL_drv_cap=0
export IMPL_cts_setup_buffers=0
export IMPL_place_inst=5539
export IMPL_clockBufferDepth=3
export IMPL_fin_worst_skew_ns=0.0486
export IMPL_placed_area_um2=62700
export IMPL_clock_tree_root_cell="clkbuf_16"
export IMPL_edf_count=1024
export IMPL_design_area_um2=66500
export IMPL_ys_seq_share_pct=55.0
export IMPL_rsz0062_at_grt="no"
export IMPL_cts_buffers=116
export IMPL_cp_arrival_ns=7.81
export IMPL_finalMaxSlewViolations=0
export IMPL_rows=140
export IMPL_log_warning_count=91
export IMPL_final_antenna_net_count=0
export IMPL_aoi_share_pct=6.93
export IMPL_setup_tns_ns=0
export IMPL_hp_class="reg2reg"
export IMPL_track_usage_pct=29.2
export IMPL_layout_top_cell="edfxtp_1"
export IMPL_ys_cells=3689
export IMPL_highest_layer="met5"
[layer usage]
metal  global-route usage [%]  vias to the layer above
met3                     19.6                      408
met5                     1.69                        -
met4                     10.3                       12
li1                         -                    15300
met1                     37.4                    18700
met2                     40.9                     2669
[worst max-delay path, stage by stage]
cell	delay, ns
clkdlybuf4s50_1	1.02
nand2_1	0.14
o21ai_0	0.11
clkdlybuf4s50_1	0.50
[layout make-up]
cell class,count,area (µm²),area share (%)
inverters,129,484,0.728
flip-flops and latches,1116,32600,49.1
repair buffers,206,1700,2.55
diodes,3,7.51,0.0113
clock inverters,58,633,0.952
clock buffers,161,3200,4.82
well taps,1917,2400,3.61
multi-input cells,2171,25500,38.3
[cells in the mapped netlist (28+ instances only)]
master    number
inv_1        125
nand3_1       44
mux4_2       682
clkbuf_1     207
o211ai_1      39
buf_1         71
ha_1          97
a21oi_1      166
mux2_2        28
nand2_1      160
mux2i_1      103
edfxtp_1    1024
nor2_1       203
dfxtp_1       92
o21ai_0      113
a211oi_1      66
nor2b_1       57
[report_power, final]
part	switching, mW	internal [mW]
Clock	0.611	0.835
Combinational	0.743	0.415
Sequential	0.0557	1.83
[state kept, by name (all words and copies together) (netlist names), named ones only]
name                 flops
masterReg.register    1024
Address_register        15
masterReg.readData1     32
masterReg.readData2     32
btnc_d                   1
osc.state                2
[logic make-up (layout without fill, tap and decap cells)]
family / after synthesis / count (layout)
DFF: 1116 / 1116
muxes: 813 / 813
buffers and inverters: 433 / 554
and+or+nand+nor: 593 / 593
adders and majority gates: 99 / 99
AOI/OAI and AO/OA: 614 / 614
other: 1 / 35
xor gates and xnor gates: 20 / 20
[path summary, 6_finish.rpt]
kind / start / endpoint / slack, ns
worst max-delay path: btnd / led[4] / 16.35
worst min-delay path: btnc_d$_DFF_P_ / osc.state[0]$_DFF_P_ / 0.41
worst max register to register: masterReg.readData2[1]$_DFF_P_ / masterReg.register[4][26]$_DFFE_PP_ / 24.69
worst min register to register: btnc_d$_DFF_P_ / osc.state[0]$_DFF_P_ / 0.41
